## /design/flow/design.v

```verilog
`timescale 1ns/1ps
module qmult(
    input [31:0] a,
    input [31:0] b,
  	output [63:0] c,
  	output complete
    );
	reg done=0;
	parameter Q = 15;
	parameter N = 32;
	wire [2*N-1:0] a_ext;
	wire [2*N-1:0] b_ext;
	wire [2*N-1:0] r_ext;
	reg [2*N-1:0] a_mult;
	reg [2*N-1:0] b_mult;
	reg [2*N-1:0] result;
 	reg [2*N-1:0] retVal;
	assign complete=done;
	qtwosComp comp_a (a[30:0], a_ext);
	qtwosComp comp_b (b[30:0], b_ext);
	qtwosComp comp_r (result[N-2+Q:Q], r_ext);
	assign c = retVal;
	always @(a_ext,b_ext)
	begin
		if(a[N-1] == 1)
			a_mult <= a_ext;
		else
			a_mult <= a;
		if(b[N-1] == 1)
			b_mult <= b_ext;
		else
			b_mult <= b;		
	end 
	always @(a_mult,b_mult)
	begin
		result = a_mult * b_mult;
	end
	always @(result,r_ext)
	begin		
      	if((a[N-1] == 1 && b[N-1] == 0) || (a[N-1] == 0 && b[N-1] == 1)) begin
          retVal[2*N-1] = 1;
			retVal[2*N-2:0] <= r_ext[2*N-2:0];
		end
		else begin
			retVal[2*N-1] = 0;
          retVal[2*N-2:0] = result[2*N-2:0]; 
		end
		done=1;
    end
endmodule
`timescale 1ns/1ps
module qtwosComp(
    input [30:0] a,
    output [63:0] b
    );
	parameter Q = 15;
	parameter N = 32;
	reg [2*N-1:0] data;
	reg [2*N-1:0] flip;
	reg [2*N-1:0] out;
	assign b = out;
	always @(a)
	begin
		data <= a;		 
	end
	always @(data)
	begin
		flip <= ~a;
	end
	always @(flip)
	begin
		out <= flip + 1;
	end
endmodule
```

## /design/flow/constraint.sdc

```tcl
current_design qmult

set clk_period 31.8
set clk_io_pct 0.2

create_clock -name clk0 -period $clk_period

set non_clock_inputs [all_inputs -no_clocks]
set_input_delay [expr $clk_period * $clk_io_pct] -clock clk0 $non_clock_inputs
set_output_delay [expr $clk_period * $clk_io_pct] -clock clk0 [all_outputs]
```

## /design/flow/config.mk

```make
export PLATFORM = sky130hd
export DESIGN_NAME = qmult
export DESIGN_NICKNAME = qmult
export VERILOG_FILES = /design/flow/design.v
export SDC_FILE = /design/flow/constraint.sdc
export NUM_CORES = 4
export LEC_CHECK = 1
export CORE_UTILIZATION = 40
```

## /design/flow/run.sh

```bash
#!/bin/bash
# OpenROAD 26Q1-2900-gdf79404cd8, Yosys 0.63+post, stock flow scripts
make -C /OpenROAD-flow-scripts/flow DESIGN_CONFIG=/design/flow/config.mk WORK_HOME=/design/flow/orfs finish
```

==> results.ini <==
[floorplan]
core_um2 = 152000
num_rows = 143
die_w_um = 393
io_pins = 129
die_area_um2 = 155000
die.size.y_um = 393
core_util_floorplan = 0.403

[outcome]
status = finished clean

[routing]
routed_wl_um = 223000
vias_per_cell = 5.01
num_vias = 45400
drc_errors = 0
drt-pass1-iter-count = 7
avgRoutedWirePerCell_um = 24.6
ant_nets = 0
drt_iter0_drc = 2308

[setup_path]
path_class = in -> out
cp_top_family = adder cells
path_common_cell = fa_1
slowest_stage = xor2_1
endpoint_kind = primary output
crit_fanout = 46
path_buffers = 12
max_stage_delay_ns = 0.69
crit_cells = 38
critPathLaunchType = primary input
cp.arrival_ns = 19.19
required_ns = 25.44

[cts]
cts_setup_buffers = 0
post_cts_resize_count = 0
holdBufCountCts = 0

[layout]
layout-drive-gt1-share = 0.0448
final_cell_mix = 2132 x inv_1, 1775 x fa_1, 999 x nand2_1, 680 x nor2_1, 306 x ha_1
final_area_um2 = 65800
n_fill_cell = 14700
register_area_um2 = 0
nClkBuffers = 0
syn2layout_area_growth_pct = 7.53
flops = 0
lay_top_count = inv_1

[grt]
grt_pass1_wl_um = 330000
grt_pass1_vias = 49800
overflow = 0
antenna_found_initial = 8
track_usage = 0.324
grt_max_degree = 112

[synth]
synth_cell_types = 81
ys_cells = 7050
ys_seq_frac = 0
netlist_instances = 7050
ys_chip_area_um2 = 61200
avgSynthCellArea_um2 = 8.68
yosysWarnings = 2
syn_area_um2 = 61200

[min_path]
worstHoldPathCells = 5
hp-start = b[0]
holdPathEnd = c[0]
holdCritPathClass = in -> out

[final_timing]
rsz0062_at_grt = false
slew_headroom = 0.190
worstMarginPinSlew_ns = 1.20
finalCritPeriodShare = 0.803
finalHoldViolCount = 0
whs_ns = 13.73
setup_violations = 0
period_needed_ns = 25.55
drv_slew = 0
fin_setup_tns_ns = 0
fmax_mhz = 39.1

[place]
portBuffers = 128
placed_area_um2 = 65800
gp_congestion = 1.03
dp_hpwl_um = 187000

[flow_run]
warnings = 35
maxCapViolCount = 0

[cell families after synthesis]
group | synth area share
AOI/OAI and AO/OA | 0.0367
xor gates and xnor gates | 0.0442
adders and majority gates | 0.643
buffers and inverters | 0.152
muxes | 0.00133
other | 0.0000613
and+or+nand+nor | 0.123
[tightest hold or removal path, cell delays in order]
cell             delay (ns)
buf_2                  0.09
buf_4                  0.25
a21oi_1                0.18
a21oi_1                0.07
clkdlybuf4s50_1        0.41
[synth_stat cells, types with 10 or more instances]
library cell,instances,area share
nand4_1,13,0.0013
nand2_1,999,0.061
o21ai_0,72,0.0059
fa_1,1775,0.58
nand2b_1,19,0.0019
clkbuf_1,312,0.019
inv_1,2132,0.13
or3_1,19,0.0019
buf_1,10,0.00061
a21oi_1,82,0.0067
nand3_1,22,0.0018
nor2_1,684,0.042
nor4_1,13,0.0013
ha_1,306,0.063
xor2_1,93,0.013
and2_1,22,0.0022
xnor2_1,185,0.026
or2_2,12,0.0012
nor3_1,19,0.0016
o31ai_1,19,0.0023
a21o_1,40,0.0049
a31oi_1,15,0.0015
[metrics by stage]
| stage | std cells | setup slack (ns) | utilization |
|---|---|---|---|
| global placement | 9058 | 6.42 | 0.433 |
| finish | 9062 | 6.25 | 0.433 |
| detailed placement | 9058 | 6.29 | 0.433 |
| floorplan | 7050 | 8.25 | - |
| global route | 9060 | 5.81 | 0.433 |
| CTS | 9058 | 6.31 | 0.433 |
[per-layer routing]
metal	vias up	wire length, um	global-route usage
met1	23000	81500	0.425
met2	2429	92600	0.437
li1	19700	-	-
met3	339	40300	0.232
met5	-	230	0.00893
met4	14	8470	0.0923
[area by class of cell]
class	instances	area, um^2	area share
Tap cell	2030	2540	0.0386
Inverter	2134	8010	0.122
Multi-Input combinational cell	4583	52600	0.799
Antenna cell	4	10.0	0.000152
Timing Repair Buffer	311	2650	0.0403
[how the worst max path moves through the flow]
| stage | slack [ns] | end | start |
|---|---|---|---|
| final | 6.25 | c[53] | a[7] |
| after CTS | 6.31 | c[61] | a[7] |
| after global routing | 5.81 | c[53] | a[0] |
